==> flow/design.v <==
package pkg;
	parameter SLOT_AMOUNT = 16		;
	localparam SPEC_SLOT_AMOUNT = 4 ;
	localparam PID_WIDTH = 4 	 ;
	localparam PADDR_WIDTH = 32  ;
	localparam PLENGTH_WIDTH = 3 ;										 
	localparam PAWUSER_WIDTH = 2 ;
	localparam PSIZE_WIDTH = 3   ;										 
	localparam PDATA_WIDTH = 4 						;
	localparam PSTRB_WIDTH = PSIZE_WIDTH				;				 
	localparam INDEX_WIDTH = $clog2(SPEC_SLOT_AMOUNT)+1 ;
	localparam POTHER	= 9 							;
	localparam PCOMPLETE_DATA = PDATA_WIDTH*((2**PLENGTH_WIDTH)) ; 	 
	localparam tot_add = 2 + PID_WIDTH + PADDR_WIDTH + PLENGTH_WIDTH + PSIZE_WIDTH + PAWUSER_WIDTH + POTHER ;
	localparam tot_data = PID_WIDTH + PDATA_WIDTH*8 + PDATA_WIDTH + 1 ;
	localparam tot_resp = PID_WIDTH + 2 ;
	localparam depth = 8 ;
	localparam af_level = 7 ;
	localparam REGULAR = 2'b00 ;
	localparam BLOCK   = 2'b01 ;
	localparam DIVERT  = 2'b10 ;
	localparam UNLUCKY = 2'b11 ;
	typedef struct packed {
		reg [PID_WIDTH-1:0]     id 		  ;
		reg [PAWUSER_WIDTH-1:0] tran_type ;
		reg 					done	  ;
	} slot ;	 
	typedef struct packed { 	
		reg [INDEX_WIDTH-1:0]   index   ;				 
		reg                     unluck  ;
		reg [PLENGTH_WIDTH-1:0] cur_len ; 
		reg                     done 	;				 
		reg [PID_WIDTH-1:0]           awid	  ;
		reg [PLENGTH_WIDTH-1:0]       awlen	  ;
		reg [1:0]                     awburst ;
		reg [PADDR_WIDTH-1:0]         awaddr  ;
		reg [PSIZE_WIDTH-1:0]         awsize  ;
		reg [PAWUSER_WIDTH-1:0]       awuser  ;			 
		reg [POTHER-1:0]			  other   ; 		 
		reg [PCOMPLETE_DATA-1:0][7:0] data    ;			 
		reg [PCOMPLETE_DATA-1:0]      strb 	  ;			 
	} spec_slot ;										 
	typedef struct packed { 	
		logic [INDEX_WIDTH-1:0]   index   ;				 
		logic                     unluck  ;
		logic [PLENGTH_WIDTH-1:0] cur_len ; 
		logic                     done 	;				 
		logic [PID_WIDTH-1:0]           awid	  ;
		logic [PLENGTH_WIDTH-1:0]       awlen	  ;
		logic [1:0]                     awburst ;
		logic [PADDR_WIDTH-1:0]         awaddr  ;
		logic [PSIZE_WIDTH-1:0]         awsize  ;
		logic [PAWUSER_WIDTH-1:0]       awuser  ;			 
		logic [POTHER-1:0]			  other   ; 		 
		logic [PCOMPLETE_DATA-1:0][7:0] data    ;			 
		logic [PCOMPLETE_DATA-1:0]      strb 	  ;			 
	} burst_slot ;
endpackage
import pkg::*;
module rout (
	input                     clk,
	input                     rst_n,
	input                     proc_full,   
	input                     proc_empty,
	input                     block_fin,   
	input					  block_data,
	input                     spec2router,  
	input 	                  unluck,      
	input                     id_in_spec,
	input                     s_awvalid,    
	input [PAWUSER_WIDTH-1:0] s_awuser,
	output logic              to_block,
	output logic              add_cur_state,
	output logic              data_cur_state
);
parameter ADD_REG_FLOW = 1'b0 ;
parameter ADD_MERGE    = 1'b1 ;
wire add_regular = ((unluck === 1'b0) ? 1'b1 : 1'b0) & s_awvalid & ((|(s_awuser^DIVERT)) | proc_empty) ;
wire add_2merge  = (~add_regular & ~proc_empty) | to_block | spec2router | proc_full ;	
assign add_cur_state = (add_2merge) ? ADD_MERGE : ADD_REG_FLOW ;
parameter DATA_REG_FLOW = 1'b0 ;
parameter DATA_MERGE    = 1'b1 ;
assign data_cur_state = (id_in_spec | spec2router | block_data) ? DATA_MERGE : DATA_REG_FLOW ;
logic to_block_d ; 
always_ff @(posedge clk or negedge rst_n) begin
	if(~rst_n) begin
		to_block_d 	  <= 1'b0 ;
	end else begin
		to_block <= to_block_d;				 
		if((~|(s_awuser^BLOCK))&s_awvalid)
			to_block_d <= 1'b1 ;
		else if(block_fin)
			to_block_d <= 1'b0 ;
	end
end
endmodule
==> flow/run.sh <==
#!/bin/bash
# OpenROAD 26Q1-2900-gdf79404cd8, Yosys 0.63+post, stock flow scripts
make -C /OpenROAD-flow-scripts/flow DESIGN_CONFIG=/design/flow/config.mk WORK_HOME=/design/flow/orfs finish
==> flow/config.mk <==
export PLATFORM = sky130hd
export DESIGN_NAME = rout
export DESIGN_NICKNAME = rout
export VERILOG_FILES = /design/flow/design.v
export SDC_FILE = /design/flow/constraint.sdc
export NUM_CORES = 4
export LEC_CHECK = 1
export CORE_AREA = 10 10 70 70
export DIE_AREA = 0 0 80 80
==> flow/constraint.sdc <==
current_design rout

set clk_period 1.5
set clk_io_pct 0.2

create_clock -name clk0 -period $clk_period [get_ports {clk}]

set non_clock_inputs [all_inputs -no_clocks]
set_input_delay [expr $clk_period * $clk_io_pct] -clock clk0 $non_clock_inputs
set_output_delay [expr $clk_period * $clk_io_pct] -clock clk0 [all_outputs]
==> Slide: Implementation Results <==
Run Summary

Pwr
  • Largest voltage drop on the vdd net: 0.0001522 V
  • Clock network fraction of design power: 54.8%
  • Internal power component: 0.1952 mW
  • Sequential fraction of design power: 26.8%
  • Overall power of the completed layout: 0.2440 mW
  • Combinational power share: 18.4%
  • Net Sw Frac: 20.02%
  • Static Leak: 0.1260 nW
  • Psw: 0.04886 mW
  • Power per Cell Area: 730.4 mW/mm²

Setup path
  • Cell with the biggest individual delay on the critical path: sky130_fd_sc_hd__clkdlybuf4s50_1
  • Number of buffer and inverter instances along the worst setup path: 2
  • Worst path cell trace: clkdlybuf4s50_1 -> or3_1 -> buf_2
  • CP Data Arrival Time: 1.15 ns
  • Highest net fanout along the worst path: 1
  • Crit path largest cell delay: 0.39 ns
  • Type of element launching the critical path: input port
  • Sort of element at the end of the critical path: primary output
  • Cell family with the largest share of critical-path delay: buffers and inverters
  • Data required time of the critical path: 1.20 ns
  • Worst Path Class, Setup: input port to primary output

Routing
  • Via count: 149
  • Number of nets still failing antenna checks after routing: 0
  • Post-DR vias/cell: 1.987
  • Number of iterations in the first detailed-routing pass: 1
  • Routed wirelength normalized by instance count: 7.933 µm
  • Starting DRT DRC Count: 0
  • Wirelength, routed: 595 µm
  • Diode insertion count for antenna repair: 0
  • Final routed DRC violation total: 0

Yosys
  • Number of synthesized register bits: 2
  • Warnings, synthesis: 1
  • Synth top area share: 30.38%
  • Biggest area cells: sky130_fd_sc_hd__edfxtp_1 (30%), sky130_fd_sc_hd__dfrtp_1 (25%), sky130_fd_sc_hd__nor3b_1 (7.6%), sky130_fd_sc_hd__nor2b_1 (6.3%), sky130_fd_sc_hd__o22ai_1 (6.3%)
  • Netlist Area Pre-Place: 98.85 µm²
  • Sequential share of the synthesized area: 55.70%
  • Post-synthesis cell count from yosys: 10
  • Yosys stat chip area: 98.84 µm²
  • Average cell area after synthesis: 9.885 µm²
  • Instance count of the mapped netlist: 10
  • Cell taking the most area after synthesis: sky130_fd_sc_hd__edfxtp_1
  • Cell variety after synth: 10

STA
  • Setup repair after global routing missed its margin: false
  • Total setup violations reported at the end of the flow: 0
  • Worst hold slack across all endpoints: 0.2486 ns
  • Worst clock skew: 0.009018 ns
  • Worst Tran Pin Value: 0.1701 ns
  • Highest clock rate: 687.5 MHz
  • Period Utilization, post-route: 96.97%
  • Final count of hold timing violations: 0
  • Count of final max-slew check failures: 0
  • Fin Setup TNS: 0 ns
  • Tmin final: 1.455 ns
  • Relative slew slack: 88.66%

CTS
  • Maximum buffer depth of the clock tree: 2
  • Number of clock sinks: 2
  • CTS H-Tree Depth: 1
  • Post-CTS clock slew at the launch and capture registers of the worst setup and hold paths: 0.03 ns
  • Clock Tree Root: sky130_fd_sc_hd__clkbuf_4
  • Clock tree from TritonCTS: built
  • Setup fix buffers added after clock tree synthesis: 0
  • Post-cts hold-fix buffer tally: 0
  • Later-pin clock latency in the skew report: 0.23 ns
  • CTS buffer count: 3

Placed design
  • Area after detailed placement: 304.0 µm²
  • Number of I/O port buffers: 14
  • RePlAce Congestion: 0.7339

Worst hold path
  • Worst Hold Class: input port to asynchronous set/reset pin

GRT
  • Total global routing track utilization: 1.991%
  • Antenna violations before repair: 0
  • Wire length of the first global-routing pass: 938 µm
  • Pin count of the biggest net entering global routing: 3
  • Final global-route overflow total: 0
  • Vias in the first global route: 162

Die
  • Vertical extent of the die: 80 µm
  • Die boundary width: 80 µm
  • DIE AREA: 0.006400 mm²
  • Core Box Area: 0.003416 mm²
  • Total number of placement rows: 21
  • IO Pins: 15
  • Init Core Util: 2.894%

Status
  • Run status: completed

Layout
  • Most frequent standard cell in the layout excluding fill and tap cells: sky130_fd_sc_hd__clkdlybuf4s50_1
  • Final core utilization: 9.780%
  • Proportion of layout cells with a drive suffix above 1: 24.14%
  • # fillers: 403
  • Area Growth Syn to Fin: 238.0%
  • Post-route design area: 334.1 µm²
  • Most frequently placed logic cells in the final layout: sky130_fd_sc_hd__clkdlybuf4s50_1 (8), sky130_fd_sc_hd__clkbuf_4 (3), sky130_fd_sc_hd__dlygate4sd2_1 (3)

Flow run
  • Number of max-cap violations: 0
  • OpenROAD warning count: 25
==> power by group through the flow <==
stage | clock network, mW | logic, mW | registers, mW
finish | 0.134 | 0.0449 | 0.0654
global route | 0.152 | 0.0491 | 0.0662
CTS | 0.144 | 0.0463 | 0.0654
==> logic make-up after synthesis <==
group	Yosys count	synth area share [%]
flops	2	55.69
buf+inv	1	3.794
compound gates	2	11.39
simple gates	5	29.12
==> sequential cells by signal (all words and copies together), names as in the netlist <==
signal,count
to_block_d,1
to_block,1
==> worst paths after layout <==
kind,from,to,slack [ns],cells after the start
worst min-delay path,rst_n,to_block_d$_DFFE_PN0P_,0.25,1
min in group clk0,s_awvalid,to_block_d$_DFFE_PN0P_,0.39,3
worst max-delay path,id_in_spec,data_cur_state,0.05,3
max in group asynchronous,rst_n,to_block_d$_DFFE_PN0P_,1.13,1
worst max register to register,to_block_d$_DFFE_PN0P_,to_block_d$_DFFE_PN0P_,0.86,2
worst min register to register,to_block_d$_DFFE_PN0P_,to_block$_DFFE_PP_,0.45,0
==> stage by stage <==
stage	instances	worst slack (ns)
after global routing	75	0.006976
final	75	0.04542
after global placement	71	-0.3383
after detailed placement	71	-0.3575
after floorplan	10	0.5815
after CTS	75	0.008713
==> synth_stat cells <==
library cell,n
sky130_fd_sc_hd__nor2b_1,1
sky130_fd_sc_hd__nor3b_1,1
sky130_fd_sc_hd__edfxtp_1,1
sky130_fd_sc_hd__inv_1,1
sky130_fd_sc_hd__nand2_1,1
sky130_fd_sc_hd__or3_1,1
sky130_fd_sc_hd__nor3_1,1
sky130_fd_sc_hd__dfrtp_1,1
sky130_fd_sc_hd__o21ai_1,1
sky130_fd_sc_hd__o22ai_1,1
==> layout make-up <==
type	instances	area [µm²]	area share [%]
clock buffers	4	26.28	7.865
inverters	1	3.754	1.124
multi-input cells	7	50.05	14.98
flip-flops and latches	2	55.05	16.48
well taps	46	57.56	17.23
repair buffers	15	141.4	42.32
==> per-layer routing <==
metal | track usage (%) | share of wire [%] | wire [µm]
met2 | 2.167 | 40 | 240
met3 | 1.818 | 11 | 65
met1 | 2.658 | 47 | 281
met4 | 0.5282 | 1.3 | 8
met5 | 0 | 0 | 0
==> what timing repair did <==
item	in CTS	in global routing
setup endpoints to repair	2	1
hold endpoints to repair	0	0
gates resized	11	1
pin swaps	3	1
Power is estimated from default activity; no workload was simulated.
